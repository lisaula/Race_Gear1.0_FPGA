<file path="./run.sh">
#!/bin/bash
# OpenROAD 26Q1-2900-gdf79404cd8, Yosys 0.63+post, stock flow scripts
make -C /OpenROAD-flow-scripts/flow DESIGN_CONFIG=/design/flow/config.mk WORK_HOME=/design/flow/orfs finish
</file>
<file path="./config.mk">
export PLATFORM = sky130hd
export DESIGN_NAME = ALU
export DESIGN_NICKNAME = ALU
export VERILOG_FILES = /design/flow/design.v
export SDC_FILE = /design/flow/constraint.sdc
export NUM_CORES = 4
export LEC_CHECK = 1
export CORE_UTILIZATION = 40
</file>
<file path="./constraint.sdc">
current_design ALU

set clk_period 5.1
set clk_io_pct 0.2

create_clock -name clk0 -period $clk_period [get_ports {clk}]

set non_clock_inputs [all_inputs -no_clocks]
set_input_delay [expr $clk_period * $clk_io_pct] -clock clk0 $non_clock_inputs
set_output_delay [expr $clk_period * $clk_io_pct] -clock clk0 [all_outputs]
</file>
<file path="./design.v">
`timescale 1ns / 1ps
module ALU(
	input clk,
	input reset,
	input [9:0]enemy_pos_x,
	input [9:0]enemy_pos_y,
	input [9:0]enemy_pos_x2,
	input [9:0]enemy_pos_y2,
	input [9:0]car_pos_x,
	input [9:0]car_pos_y,
	output reg collision
    );
	 always @(posedge clk)
	 begin
		if (!collision)
		begin
			if(car_pos_x >= enemy_pos_x && car_pos_x <= enemy_pos_x+80 && 
				car_pos_y >= enemy_pos_y && car_pos_y <= enemy_pos_y+121)
			begin
				collision = 1;
			end
			else if(enemy_pos_x>=car_pos_x && enemy_pos_x <= car_pos_x+80 &&
					enemy_pos_y >=car_pos_y && enemy_pos_y <=car_pos_y +121)
			begin
				collision = 1;
			end
			else if(car_pos_x >= enemy_pos_x2 && car_pos_x <= enemy_pos_x2+80 && 
				car_pos_y >= enemy_pos_y2 && car_pos_y <= enemy_pos_y2+121)
			begin
				collision = 1;
			end
			else if(enemy_pos_x2>=car_pos_x && enemy_pos_x2 <= car_pos_x+80 &&
					enemy_pos_y2 >=car_pos_y && enemy_pos_y2 <=car_pos_y +121)
			begin
				collision = 1;
			end
			else
			begin
				collision = 0;
			end
		end
		if(reset) begin
			collision = 0;
		end
	 end
endmodule
</file>
==> ds_physical_params.txt <==
Physical implementation characteristics

Parameter                              Value

Status
  Result of the run    finished clean

Yosys
  Number of enable flip-flop cells    0
  Number of synthesized register bits    1
  Sequential-to-total area share from yosys stat    0.00603
  Number of warnings issued by yosys    1
  Mapped cell area    0.00332 mm2
  Avg Cell Area, Syn    7.76 um2
  Total cell area reported by yosys after synthesis    0.00332 mm2
  Cell variety after synth    53
  Async SR Flop Fraction    0
  Gate count of the mapped netlist    428
  Yosys Instances    428
  Primary flip-flop cell chosen by synthesis mapping    sky130_fd_sc_hd__dfxtp_1

Clocking
  Clk slew on worst S/H paths    0 ns
  CTS resizes    0
  Hold-fix buffers, CTS    0
  Post-CTS setup-driven buffer insertion count    0
  Latest clock arrival within the worst-skew pair    0 ns

Worst setup path
  Startpoint class of the critical path    input port
  Path type of the worst setup path    input port to register
  Worst EP required    5.00 ns
  Worst Setup End Kind    register
  Worst flop-to-flop path endpoint    collision
  Launch point of the worst reg-to-reg path    collision
  Worst-case reg-to-reg path depth    3
  CP arrival    4.13 ns
  Max FO, Critical Path    6
  Internal reg-to-reg setup slack    4.30 ns

Detailed routing
  Vias    3318
  Final antenna-violating net count    0
  WL final    9.26 mm
  Initial drt markers    142
  Diodes inserted    0
  WL per Instance    15.6 um
  Count of unresolved DRC violations after routing    0
  DR vias/cell    5.60
  Iteration count of the initial detailed-routing pass    4

GRT
  Wire length of the first global-routing pass    15.1 mm
  Via count of the first global-routing pass    3087
  GRT Util Overall    0.221
  Total overflow reported by the global router    0
  Maximum number of pins on one net before global-route repair    9
  Initial antenna violation count    0

Floorplan
  Vertical extent of the die    93.1 um
  Area inside the core boundary    0.00789 mm2
  Rows    32
  Num ports    63
  DIE AREA    0.00867 mm2
  Die outline width    93.1 um
  FP Util    0.421

Final timing
  Number of failing hold endpoints at the final stage    0
  Final worst-path cycle share    0.829
  Final worst clock skew    0 ns
  Min Hold Slack    0.633 ns
  Min cycle time layout    4.23 ns
  Fin Setup TNS    0 ns
  Peak clock frequency supported by timing    236 MHz
  Final Slew Violations    0
  Transition time at the pin with the least slew margin    0.619 ns
  RSZ-0062 raised after global routing    false
  Final setup fails    0
  Worst relative slew slack    0.577

Placement
  Port bufs    62
  Placed Instance Area    0.00407 mm2
  Weighted congestion reported at the end of routability-driven placement    0.894
  Sum of net half-perimeters after detailed placement    8.28 mm

Power and ir drop
  Power per cell area    102 mW/mm2
  Reported leakage power    1.92 nW
  VDD IR max    0.0328 mV

Finish
  Flip-flop count of the largest register after layout    1
  Synth-to-layout area growth    22.5%
  Layout cell share with drive strength beyond 1    0.0245
  Post-route cell area    0.00407 mm2
  Number of inserted filler cells in the final layout    756
  Final Core Density    0.516

Flow run
  Max cap viols    0
  Number of warnings in the stage logs    40

Hold path
  Start point of the worst min-delay path    collision
  WHS Path Cells    3
  Min-delay worst type    register to register
  End point of the worst hold path    collision
cell usage after synthesis (5+ instances only):
cell type / n / area, um2
sky130_fd_sc_hd__nand3_1: 15 / 75.1
sky130_fd_sc_hd__inv_1: 40 / 150
sky130_fd_sc_hd__o21ai_0: 18 / 90.1
sky130_fd_sc_hd__a21o_1: 13 / 97.6
sky130_fd_sc_hd__nand2b_1: 6 / 37.5
sky130_fd_sc_hd__nor2_1: 26 / 97.6
sky130_fd_sc_hd__nand4_1: 14 / 87.6
sky130_fd_sc_hd__nor4_1: 5 / 31.3
sky130_fd_sc_hd__nor3_1: 7 / 35.0
sky130_fd_sc_hd__nor2b_1: 5 / 31.3
sky130_fd_sc_hd__ha_1: 111 / 1390
sky130_fd_sc_hd__xnor2_1: 22 / 193
sky130_fd_sc_hd__nand2_1: 28 / 105
sky130_fd_sc_hd__xor2_1: 13 / 114
sky130_fd_sc_hd__a21oi_1: 39 / 195
cells in the final DEF, fill, tap and decap left out, types with 14 or more instances in the layout:
| cell type | Yosys | final |
|---|---|---|
| sky130_fd_sc_hd__nand3_1 | 15 | 15 |
| sky130_fd_sc_hd__nand2_1 | 28 | 28 |
| sky130_fd_sc_hd__a21oi_1 | 39 | 39 |
| sky130_fd_sc_hd__inv_1 | 40 | 40 |
| sky130_fd_sc_hd__clkdlybuf4s50_1 | 0 | 62 |
| sky130_fd_sc_hd__nand4_1 | 14 | 14 |
| sky130_fd_sc_hd__nor2_1 | 26 | 26 |
| sky130_fd_sc_hd__xnor2_1 | 22 | 22 |
| sky130_fd_sc_hd__o21ai_0 | 18 | 18 |
| sky130_fd_sc_hd__ha_1 | 111 | 111 |
power by group:
group          switching (mW)  internal (mW)
Sequential            0.00119         0.0103
Combinational           0.213          0.190
Clock                       0              0
worst max-delay path, stage by stage:
cell	delay, ns
sky130_fd_sc_hd__clkdlybuf4s50_1	0.57
sky130_fd_sc_hd__nor4_2	0.48
sky130_fd_sc_hd__nand2_1	0.16
sky130_fd_sc_hd__xnor2_1	0.24
sky130_fd_sc_hd__ha_1	0.28
sky130_fd_sc_hd__and3_1	0.17
sky130_fd_sc_hd__nand3_1	0.09
sky130_fd_sc_hd__a21oi_1	0.05
sky130_fd_sc_hd__a2111oi_0	0.35
sky130_fd_sc_hd__a2111oi_0	0.16
sky130_fd_sc_hd__a311o_1	0.34
sky130_fd_sc_hd__o311ai_1	0.21
metal layers:
metal	global-route usage	vias up	wire, um
met5	0	-	0
met4	0.00513	0	25
met3	0.00579	2	343
met2	0.342	60	3670
met1	0.359	1511	5210
li1	-	1745	-
worst max-delay path by stage:
stage | slack [ns] | from | to
finish | 0.87 | car_pos_y[4] | collision
global route | 0.57 | enemy_pos_y[1] | collision
CTS | 0.89 | car_pos_y[4] | collision
through the flow:
step                power (mW)  std cells  worst slack, ns
floorplan                0.259        428             1.80
global placement         0.409        592            0.955
detailed placement       0.410        592            0.879
CTS                      0.412        592            0.892
global route             0.468        592            0.569
finish                   0.414        592            0.870
logic make-up (layout without fill, tap and decap cells):
kind of cell | after synthesis | after routing | synth area share
buf+inv | 40 | 102 | 0.0452
xor+xnor | 36 | 36 | 0.0991
fa+ha+maj | 112 | 112 | 0.421
flops | 1 | 1 | 0.00603
compound gates | 118 | 118 | 0.245
simple gates | 121 | 121 | 0.184
cell type report:
class | instances | area (um2) | area share
multi-input cells | 387 | 3150 | 0.774
repair buffers | 62 | 621 | 0.153
inverters | 40 | 150 | 0.0369
well taps | 102 | 128 | 0.0314
flip-flops and latches | 1 | 20.0 | 0.00492
Power is estimated from default activity; no workload was simulated.
